File: flow/config.mk
export PLATFORM = sky130hd
export DESIGN_NAME = Instruction_memory
export DESIGN_NICKNAME = Instruction_memory
export VERILOG_FILES = /design/flow/design.v
export SDC_FILE = /design/flow/constraint.sdc
export NUM_CORES = 4
export LEC_CHECK = 1
export CORE_AREA = 10 10 70 70
export DIE_AREA = 0 0 80 80
File: flow/constraint.sdc
current_design Instruction_memory

set clk_period 3.5
set clk_io_pct 0.2

create_clock -name clk0 -period $clk_period [get_ports {reset}]

set non_clock_inputs [all_inputs -no_clocks]
set_input_delay [expr $clk_period * $clk_io_pct] -clock clk0 $non_clock_inputs
set_output_delay [expr $clk_period * $clk_io_pct] -clock clk0 [all_outputs]
File: flow/design.v
`timescale 1ns / 1ps
module Instruction_memory(
	 input reset,
    input [31:0] read_address,
    output [31:0] instruction
    );
		reg [31:0] instruction_mem[255:0];
		always @(negedge reset)
		begin
				instruction_mem[0]  = 32'b00001000000000000000000000000100;
				instruction_mem[1]  = 32'b00000000000000000000000000000000;
				instruction_mem[2]  = 32'b00000000000000000000000000000000;
				instruction_mem[3]  = 32'b00000000000000000000000000000000;
				instruction_mem[4]  = 32'b10001100000000010000000000000000; 
				instruction_mem[5]  = 32'b10001100000000100000000000000001; 
				instruction_mem[6]  = 32'b00000000001000100001100000100000; 
				instruction_mem[7]  = 32'b00000000001000100010000000100010; 
				instruction_mem[8]  = 32'b10101100000001000000000000100000; 
				instruction_mem[9]  = 32'b10001100000001010000000000000101; 
				instruction_mem[10] = 32'b10001100000001100000000000000110; 
				instruction_mem[11] = 32'b00000000101001100011100000100100; 
				instruction_mem[12] = 32'b00000000101001100100000000100101; 
				instruction_mem[13] = 32'b00000000101001100100100000100111; 
		end
		assign instruction = instruction_mem[read_address >> 2];
endmodule
File: flow/run.sh
#!/bin/bash
# OpenROAD 26Q1-2900-gdf79404cd8, Yosys 0.63+post, stock flow scripts
make -C /OpenROAD-flow-scripts/flow DESIGN_CONFIG=/design/flow/config.mk WORK_HOME=/design/flow/orfs finish
==> Slide: Implementation Results <==
Run Summary

Clock tree
  • Post-CTS Resized: 0
  • Setup Fix Bufs, Post-CTS: 0
  • # hold bufs at CTS: 0

Drt
  • Routed vias: 498
  • Final Routed Wirelength: ~1.5 mm
  • Drc violations: 0
  • ANT cells: 0
  • Vias per Instance: 3.53
  • Detailed router's first-iteration violation count: 35
  • Drt pass-1 iters: 2
  • Post-route ant nets: 0
  • Mean routed wirelength per cell: between 10 and 15 um

Outcome
  • Outcome: finished, final reports clean

Setup path
  • Critical path class: input port to output port
  • CP Data Arrival Time: 2.52 ns
  • Most used cell, CP: clkdlybuf4s50_1
  • CP Max Fanout: 12
  • Crit path max-delay family: buffers and inverters
  • Critical Path Start Type: input port
  • Max stage delay on crit path: around 0.75 ns
  • CP max-delay cell: clkdlybuf4s50_1
  • Crit-path cells: clkdlybuf4s50_1 -> nand2b_1 -> mux2_2 -> nor2_1 -> clkdlybuf4s50_1
  • CP required: roughly 2.8 ns
  • Worst setup EP type: output port
  • Buf/Inv on CP: 2

Yosys
  • Max-area cell share: 25.1%
  • Xor/xnor share: 1.83%
  • Top logic family: simple AND/OR/NAND/NOR gates
  • Commonest cells post-synth: 16 x buf_4, 8 x nand2_1, 7 x a21oi_1
  • Aoi share: 22.3%
  • Mux area share: ~2.4%
  • Synth Area per Inst: around 6.5 um^2
  • Synth unique cells: 29
  • Synthesis area per yosys: 478 um^2
  • Post-synth area hogs: buf_4 25%, a21oi_1 7.3%, nand2_1 6.3%
  • Yosys Instances: 74
  • Syn Inst Count: 74
  • Adder share: 0%
  • Synth Warn #: 7746
  • Synthesized area: about 480 um^2
  • Area leader, netlist: buf_4
  • Count leader, synth: buf_4
  • Sequential fraction of the synthesis area: 0%
  • Simple share: between 30% and 40%

Floorplanning
  • Die Wd: around 80 um
  • Total die size: approximately 6400 um^2
  • Core outline area: 3420 um^2
  • Row count: 21
  • # IOs: approximately 65
  • Die y size: roughly 80 um
  • Initial Util: 14.0%

Final layout
  • Area occupied by registers: 0 um^2
  • Layout clock buffer count: 0
  • Seq_cells: 0
  • Proportion of layout cells with a drive suffix above 1: between 10% and 20%
  • Post-layout util: 21.0%
  • FILL cells: a little over 400
  • Area grow syn2layout: 49.7%

Placement
  • Port Buffer Count: 25
  • Dpl hpwl: 1.31 mm
  • Routability cong.: around 0.76
  • Pre-CTS WS: about 0.21 ns

Global route
  • First-pass GRT wire length: around 2.5 mm
  • Total grt overflow: 0
  • All-Layer GR Usage: 4.66%
  • Initial antenna violation count: 0
  • Number of global-route vias before repair: a little over 500
  • Largest net degree at the start of global routing: 18

Flow run
  • Count of tool warnings: 52
  • Maxcap violations: 0

STA
  • # setup viols final: 0
  • Final setup TNS: 0 ns
  • Final Critical Period: roughly 3.2 ns
  • RSZ-0062 raised after global routing: false
  • FMAX: 0.311 GHz
  • Hold slack: 2.26 ns
  • Period utilization: around 92%
  • Fin. Hold Viols: 0
  • Max-slew violation count: 0
  • Final setup margin: 0.283 ns

Pwr
  • Peak VDD IR: approximately 0.019 mV
  • Power density over cell area: approximately 64 nW/um^2
  • Lkg Pwr: around 0.00026 uW

Hold path
  • Hold Crit Class: input port to output port
-- path summary, 6_finish.rpt --
check | startpoint | endpoint | slack [ns] | cells past startpoint
worst min-delay path | read_address[4] | instruction[21] | 2.26 | 4
worst max-delay path | read_address[2] | instruction[23] | 0.28 | 5
-- logic make-up after synthesis --
family          Yosys count
compound gates           18
xor+xnor                  1
buf+inv                  24
mux                       1
other cells               1
simple gates             29
-- layout by cell type, fill, tap and decap left out, drive strengths merged --
cell type / Yosys / routed
a21oi: 7 / 7
a21boi: 1 / 1
o21ai: 6 / 6
nand2b: 3 / 3
xnor2: 1 / 1
buf: 21 / 4
or3: 1 / 1
nand3: 1 / 1
and3b: 2 / 2
nor2b: 2 / 2
nor3b: 2 / 2
o22ai: 1 / 1
or4: 1 / 1
nor4: 2 / 2
nand2: 8 / 8
nor2: 4 / 4
nor3: 3 / 3
dlymetal6s2s: 0 / 1
a211oi: 2 / 2
conb: 1 / 15
o21a: 1 / 1
mux2: 1 / 1
clkdlybuf4s50: 0 / 24
inv: 2 / 2
-- layer usage --
metal  share of wire (%)  global-route usage [%]  vias to the layer above  routed length (um)
li1                    -                       -                      266                   -
met1                  45                    6.33                      211                 693
met3                  11                    1.36                        0                 162
met4                   0                       0                        0                   0
met5                   0                       0                        -                   0
met2                  44                    7.54                       21                 680
-- power by group --
group	internal [uW]	switching [uW]
Clock	0	0
Combinational	22.8	23.0
Sequential	0	0
Total	22.8	23.0
-- through the flow --
stage,total power (uW),cell area [um^2],std cells
after global routing,52.2,716,141
after detailed placement,46.6,713,141
after CTS,46.8,713,141
final,45.7,716,141
after floorplan,37.0,531,88
after global placement,46.7,713,141
-- final cells by class --
cell class | count | area (um^2) | share of cell area (%)
Multi-Input combinational cell | 64 | 368 | 51.4
Tap cell | 46 | 57.6 | 8.04
Inverter | 2 | 7.51 | 1.05
Timing Repair Buffer | 29 | 283 | 39.5
Power figures rest on the tool's default switching activity, not on a simulated workload.
