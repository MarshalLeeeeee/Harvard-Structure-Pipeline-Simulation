<file path="config.mk">
export PLATFORM = sky130hd
export DESIGN_NAME = InstructionMem
export DESIGN_NICKNAME = InstructionMem
export VERILOG_FILES = /design/flow/design.v
export SDC_FILE = /design/flow/constraint.sdc
export NUM_CORES = 4
export LEC_CHECK = 1
export CORE_AREA = 10 10 70 70
export DIE_AREA = 0 0 80 80
</file>
<file path="constraint.sdc">
current_design InstructionMem

set clk_period 2.3
set clk_io_pct 0.2

create_clock -name clk0 -period $clk_period [get_ports {rst}]

set non_clock_inputs [all_inputs -no_clocks]
set_input_delay [expr $clk_period * $clk_io_pct] -clock clk0 $non_clock_inputs
set_output_delay [expr $clk_period * $clk_io_pct] -clock clk0 [all_outputs]
</file>
<file path="design.v">
`timescale 1ns / 1ps
module InstructionMem(
		input rst,
		input [31:0] instruction_address,
		output [31:0] instruction
    );
	 reg [31:0] instruction_mem[63:0];
	 always @(negedge rst)
	 begin
		 instruction_mem[0]  = 32'b10001100000000010000000000000001; 
		 instruction_mem[1]  = 32'b10001100000000100000000000000010; 
		 instruction_mem[2]  = 32'b10001100000000110000000000000011; 
		 instruction_mem[3]  = 32'b10001100000001000000000000000100; 
		 instruction_mem[4]  = 32'b10001100000001010000000000000101; 
		 instruction_mem[5]  = 32'b10001100000001100000000000000110; 
		 instruction_mem[6]  = 32'b00000000001000100011100000100000; 
		 instruction_mem[7]  = 32'b00000000001000100100000000100010; 
		 instruction_mem[8]  = 32'b00000000011001000100100000100100; 
		 instruction_mem[9]  = 32'b00000000011001000101000000100101; 
		 instruction_mem[10] = 32'b00000000101001100101100000100111; 
		 instruction_mem[11] = 32'b00000000101001100110000000101010; 
		 instruction_mem[12] = 32'b00010000011001110000000000000110; 
		 instruction_mem[13] = 32'b00000000001000100110100000100000; 
		 instruction_mem[14] = 32'b00000000001000100111000000100010; 
		 instruction_mem[15] = 32'b00000000011001000111100000100100; 
		 instruction_mem[16] = 32'b00000000011001001000000000100101; 
		 instruction_mem[17] = 32'b10101100000010000000000000010000; 
		 instruction_mem[18] = 32'b10101100000010010000000000010001; 
		 instruction_mem[19] = 32'b10101100000010100000000000010010; 
		 instruction_mem[20] = 32'b10101100000010110000000000010011; 
		 instruction_mem[21] = 32'b10101100000011000000000000010100; 
	 end
	 assign instruction = instruction_mem[instruction_address >> 2];
endmodule
</file>
<file path="run.sh">
#!/bin/bash
# OpenROAD 26Q1-2900-gdf79404cd8, Yosys 0.63+post, stock flow scripts
make -C /OpenROAD-flow-scripts/flow DESIGN_CONFIG=/design/flow/config.mk WORK_HOME=/design/flow/orfs finish
</file>
==> deck_impl_summary.md <==
Synthesis and Place & Route Summary

Die
  – Number of top-level pins: 65
  – Die Span X: 80 um
  – Cell Rows: 21
  – Die Y: 80 um
  – Core area: 0.00342 sq mm
  – Chip area: 0.00640 sq mm
  – FP Util: 0.204

Layout
  – Logic area: 637 sq um
  – Reg area: 0 sq um
  – Fill cells: 356
  – Area growth from synthesis to layout: 84.5%
  – Registers: 0
  – Top cell excl fill/tap: buf_4
  – CLK BUF: 0
  – Final core occ: 0.376
  – Most frequent cells in the layout: 31 x buf_4, 14 x nor2_1, 14 x clkdlybuf4s50_1
  – Share of cells above drive strength 1: 0.411

Routing
  – Drt wl/cell: 11.8 um
  – Remaining DRCs: 0
  – Vias: 898
  – Inserted Diodes: 0
  – Drt pass-1 iters: 4
  – Final Routed Wirelength: 2.47 mm
  – DRT antenna net count: 0
  – Detailed Route Iter0 Violations: 55
  – Via density: 4.30

Clock network
  – CTS Hold Buffers Added: 0

STA
  – Slew Limit Fails: 0
  – Setup violations, final: 0
  – Min cycle time layout: 2.25 ns
  – Final hold vios: 0
  – Unrepaired setup endpoints after global routing: true
  – Fin crit share: 0.979
  – FMAX: 444 MHz
  – WHS: 1.49 ns

Hold path
  – HP Class: primary input to primary output

Yosys
  – Yosys cell types: 38
  – Simple Share, Synth: 0.367
  – Logic family by area: simple AND/OR/NAND/NOR gates
  – Mux area share: 0
  – Yosys stat cell total: 113
  – AND-OR/OR-AND Cells, Area Fraction: 0.342
  – Adder-Cell Fraction of Synth Area: 0
  – Synthesis Warnings: 1346
  – Yosys xor share: 0
  – Post-synthesis cell area: 696 sq um
  – YS chip area: 696 sq um
  – Cell count after synthesis: 113
  – Avg Inst Size Synth: 6.16 sq um
  – Seq share, synth: 0

Place
  – Detailed Place HPWL: 1.89 mm
  – Final GP Congestion: 0.824
  – I/O Buffers: 29

Setup path
  – CP required: 1.84 ns
  – Sequence of cells on the critical path: buf_2 -> nor2_1 -> buf_4 -> and3_4 -> a21oi_2 -> or2_1 -> clkdlybuf4s50_1
  – WP buf/inv: 3
  – Worst Setup Path Type: primary input to primary output
  – Worst setup EP type: primary output
  – WP data arrival: 1.79 ns
  – Critical-path maximum fanout: 5
  – Startpoint Class: primary input
  – CP top delay family: buffers and inverters
  – Slowest stage delay, CP: 0.41 ns
  – Slowest library cell on the worst path: clkdlybuf4s50_1

GRT
  – Overflow after GRT: 0
  – Initial antenna violation count: 0
  – Total GRT Usage: 0.0730
  – Largest net degree at the start of global routing: 14
  – First-pass GRT wire length: 4.03 mm
  – Vias in the first global route: 843

Pwr
  – Power per cell area: 161 mW/mm^2
  – Pleak: 0.581 nW
  – Peak supply drop: 0.0803 mV

Outcome
  – Status: completed

Run
  – Max_cap viols: 0
  – OpenROAD warning count: 55
==> logic make-up (layout without fill, tap and decap cells) <==
| kind of cell | count (synthesis) | in the layout |
|---|---|---|
| buffers and inverters | 29 | 71 |
| other | 1 | 9 |
| and+or+nand+nor | 50 | 50 |
| AOI/OAI and AO/OA | 33 | 33 |
==> routing by layer <==
layer	GRT usage	routed length, um
met1	0.102	1150
met2	0.120	1100
met3	0.0125	213
met4	0	0
met5	0	0
==> power by group <==
part           internal [mW]  leakage [nW]  switching (mW)
sequential                 0             0               0
combinational          0.115         0.581          0.0917
clock                      0             0               0
==> per-stage QoR <==
step	setup slack [ns]	area (sq um)	std cells	total power, mW	TNS (ns)
after floorplan	0.501	726	121	0.101	0
after global placement	-0.513	1150	203	0.185	-8.69
after detailed placement	-0.506	1150	203	0.185	-8.56
after CTS	0.000268	1250	209	0.203	0
after global routing	-0.0253	1280	209	0.229	-0.0363
final	0.0472	1280	209	0.207	0
==> timing repair <==
item,4_1_cts,5_1_grt
endpoints found under the setup margin,23,12
pin swaps,13,6
buffers inserted,3,0
hold endpoints to repair,0,0
gates cloned,3,0
gates resized,52,11
==> final cells by class <==
cell class	count	share of cell area
Timing Repair Buffer	68	0.450
Tap cell	46	0.0448
Inverter	3	0.00877
Multi-Input combinational cell	92	0.496
==> Yosys cell counts <==
master	count	share of area
nand2b_1	5	0.045
a2111oi_4	1	0.040
a2bb2oi_1	1	0.013
a32oi_1	1	0.013
a31oi_1	1	0.0090
a211o_1	1	0.013
buf_6	4	0.065
and3_1	1	0.0090
a311o_1	1	0.014
o31ai_1	1	0.011
o21a_1	1	0.011
o21ai_0	2	0.014
nand4_1	1	0.0090
buf_2	6	0.043
inv_1	3	0.016
conb_1	1	0.0054
nand2_2	1	0.0090
or4_1	1	0.011
o22a_1	1	0.013
a21oi_1	11	0.079
o21bai_1	1	0.011
nand2_1	9	0.049
clkbuf_1	2	0.011
nor3_1	6	0.043
nand3_1	2	0.014
nor2_1	15	0.081
a211oi_1	2	0.022
and2b_1	2	0.022
a221oi_1	1	0.013
or2_1	2	0.018
buf_4	14	0.15
nor4b_1	1	0.013
nor3b_2	1	0.018
o211ai_1	3	0.032
nor4_1	1	0.0090
a22oi_1	2	0.022
nor2b_1	2	0.018
o21ai_1	2	0.014
==> worst paths after layout <==
check,to,depth (start not counted),start,slack (ns)
hold / removal,instruction[2],4,instruction_address[7],1.49
setup / recovery,instruction[31],7,instruction_address[2],0.05
Power figures rest on the tool's default switching activity, not on a simulated workload.
